**/design/flow/run.sh**
```bash
#!/bin/bash
# OpenROAD 26Q1-2900-gdf79404cd8, Yosys 0.63+post, stock flow scripts
make -C /OpenROAD-flow-scripts/flow DESIGN_CONFIG=/design/flow/config.mk WORK_HOME=/design/flow/orfs finish
```
**/design/flow/config.mk**
```make
export PLATFORM = sky130hd
export DESIGN_NAME = fifo1
export DESIGN_NICKNAME = fifo1
export VERILOG_FILES = /design/flow/design.v
export SDC_FILE = /design/flow/constraint.sdc
export NUM_CORES = 4
export LEC_CHECK = 1
export CORE_UTILIZATION = 40
```
**/design/flow/constraint.sdc**
```tcl
current_design fifo1

set clk_period 5.9
set clk_io_pct 0.2

create_clock -name clk0 -period $clk_period [get_ports {rclk}]
create_clock -name clk1 -period $clk_period [get_ports {wclk}]

set non_clock_inputs [all_inputs -no_clocks]
set_input_delay [expr $clk_period * $clk_io_pct] -clock clk0 $non_clock_inputs
set_output_delay [expr $clk_period * $clk_io_pct] -clock clk0 [all_outputs]
```
**/design/flow/design.v**
```verilog
    module fifo1 #( parameter DSIZE = 8,
                    parameter ASIZE = 4)
                  ( output [DSIZE-1:0] rdata,
                    output wfull,
                    output rempty,
                    input [DSIZE-1:0] wdata,
                    input winc, 
                    input wclk, 
                    input wrst_n,
                    input rinc, 
                    input rclk, 
                    input rrst_n
                  );
    wire [ASIZE-1:0] waddr, raddr;
    wire [ASIZE:0] wptr, rptr, wq2_rptr, rq2_wptr;
    sync_r2w              sync_r2w (    .wq2_rptr(wq2_rptr), 
                                        .rptr(rptr),
                                        .wclk(wclk), 
                                        .wrst_n(wrst_n)
                                    );
    sync_w2r               sync_w2r (   .rq2_wptr(rq2_wptr), 
                                        .wptr(wptr),
                                        .rclk(rclk), 
                                        .rrst_n(rrst_n)
                                    );
    fifomem #(DSIZE, ASIZE) fifomem (   .rdata(rdata), 
                                        .wdata(wdata),
                                        .waddr(waddr), 
                                        .raddr(raddr),
                                        .wclken(winc), 
                                        .wfull(wfull),
                                        .wclk(wclk)
                                     );
    rptr_empty #(ASIZE) rptr_empty  (   .rempty(rempty),
                                        .raddr(raddr),
                                        .rptr(rptr), 
                                        .rq2_wptr(rq2_wptr),
                                        .rinc(rinc), 
                                        .rclk(rclk),
                                        .rrst_n(rrst_n)
                                    );
    wptr_full #(ASIZE) wptr_full   (    .wfull(wfull), 
                                        .waddr(waddr),
                                        .wptr(wptr), 
                                        .wq2_rptr(wq2_rptr),
                                        .winc(winc), 
                                        .wclk(wclk),
                                        .wrst_n(wrst_n)
                                   );
endmodule
module fifomem #(parameter DATASIZE = 8,  
                 parameter ADDRSIZE = 4   
                ) 
                (output [DATASIZE-1:0] rdata,
                 input  [DATASIZE-1:0] wdata,
                 input  [ADDRSIZE-1:0] waddr, raddr,
                 input wclken, wfull, wclk
                );
                localparam DEPTH = 1<<ADDRSIZE;
                reg [DATASIZE-1:0] mem [0:DEPTH-1];
                assign rdata = mem[raddr];
                always @(posedge wclk) begin   
                    if (wclken && !wfull) begin 
                        mem[waddr] <= wdata;
                    end    
                end    
endmodule
module rptr_empty #(parameter ADDRSIZE = 3)(   
    output reg                 rempty  ,
    output      [ADDRSIZE-1:0] raddr   ,
    output reg  [ADDRSIZE :0]  rptr    ,
    input       [ADDRSIZE :0]  rq2_wptr,
    input       rinc                   , 
    input       rclk                   , 
    input       rrst_n    
);
    reg [ADDRSIZE:0] rbin;
    wire [ADDRSIZE:0] rgraynext, rbinnext;
    always @(posedge rclk or negedge rrst_n) begin
        if (!rrst_n) 
            {rbin, rptr} <= 0;
        else 
            {rbin, rptr} <= {rbinnext, rgraynext};
    end
    assign raddr = rbin[ADDRSIZE-1:0];
    assign rbinnext = rbin + (rinc & ~rempty);
    assign rgraynext = (rbinnext>>1) ^ rbinnext;
    assign rempty_val = (rgraynext == rq2_wptr); 
    always @(posedge rclk or negedge rrst_n) begin
        if (!rrst_n) 
            rempty <= 1'b1;
        else 
            rempty <= rempty_val;
    end
endmodule
module sync_r2w #(parameter ADDRSIZE = 4)
                 (  output reg [ADDRSIZE:0] wq2_rptr,
                    input [ADDRSIZE:0] rptr,
                    input wclk, wrst_n
                 );
                reg [ADDRSIZE:0] wq1_rptr;
                always @(posedge wclk or negedge wrst_n) begin
                    if (!wrst_n) begin 
                        {wq2_rptr,wq1_rptr} <= 0;
                    end else begin 
                        {wq2_rptr,wq1_rptr} <= {wq1_rptr,rptr};
                    end    
                end
endmodule
`timescale 1ns / 1ps
    module sync_w2r #(parameter ADDRSIZE = 4)
                (   output reg [ADDRSIZE:0] rq2_wptr,
                    input [ADDRSIZE:0] wptr,
                    input rclk, rrst_n
                );
                    reg [ADDRSIZE:0] rq1_wptr;
    always @(posedge rclk or negedge rrst_n) begin
        if (!rrst_n) begin 
            {rq2_wptr,rq1_wptr} <= 0;
        end else begin 
            {rq2_wptr,rq1_wptr} <= {rq1_wptr,wptr};
        end    
    end    
endmodule
`timescale 1ns / 1ps
module wptr_full #(parameter ADDRSIZE = 4)(
                  output reg wfull,
                  output [ADDRSIZE-1:0] waddr,
                  output reg [ADDRSIZE :0] wptr,
                  input [ADDRSIZE :0] wq2_rptr,
                  input winc, wclk, wrst_n
                  );
                reg [ADDRSIZE:0] wbin;
                wire [ADDRSIZE:0] wgraynext, wbinnext;
                always @(posedge wclk or negedge wrst_n) begin
                    if (!wrst_n) begin 
                        {wbin, wptr} <= 0;
                    end else begin 
                        {wbin, wptr} <= {wbinnext, wgraynext};
                    end 
                end    
                assign waddr = wbin[ADDRSIZE-1:0];
                assign wbinnext = wbin + (winc & ~wfull);
                assign wgraynext = (wbinnext>>1) ^ wbinnext;
                assign wfull_val = (wgraynext=={~wq2_rptr[ADDRSIZE:ADDRSIZE-1],wq2_rptr[ADDRSIZE-2:0]});
                always @(posedge wclk or negedge wrst_n) begin
                    if (!wrst_n) begin 
                        wfull <= 1'b0;
                    end else begin 
                        wfull <= wfull_val;
                    end
                end        
    endmodule
```
==> impl_metrics.yaml <==
# implementation run metrics
status:
  status: "complete, no violations"
synthesis:
  yosys_area_um2: 6360
  avgSynthCellArea_um2: 19.8
  synth-edff-count: 128
  ys_seq_share_pct: 76.2
  synth.largest_area_cell: "edfxtp_1"
  top_area_share_pct: 60.4
  synth_top_flop_cell: "edfxtp_1"
  syn_inst: 322
  synth_flops: 168
  syn_area_um2: 6360
  ys_cells: 322
  top_cells_by_count: "edfxtp_1 (128), dfrtp_1 (39), mux4_2 (32)"
  yosysUniqueCellTypes: 28
  top_cell: "edfxtp_1"
  synthTopCellsByArea: "edfxtp_1 (60%), dfrtp_1 (15%), mux4_2 (11%)"
  synth_warnings: 7
  synth-async-reset-ratio_pct: 23.8
routing:
  insertedDiodeCount: 0
  ant_nets: 0
  viasPerCell: 5.12
  via_count: 3031
  drtPass1Iterations: 4
  wl_per_cell_um: 19.6
  routed_wl_mm: 11.6
  drtIter0Drc: 158
  drc: 0
final_timing:
  totalNegativeSetupSlack_ns: 0
  worst_slack_ns: 1.96
  rsz0062_at_grt: "false"
  setup_viol: 0
  hold_viol: 0
  maxSlewViolCount: 0
  slew_headroom_pct: 38.7
  worstMarginPinSlew_ns: 0.916
  skew_ns: 0.00523
floorplan:
  rows: 45
  boundaryPins: 24
  fp_util_pct: 41.4
  die_width_um: 128
  core-area_um2: 15400
  die_h_um: 128
  die-area_um2: 16400
setup_path:
  slowest_delay_ns: 0.74
  worstPathRequired_ns: 4.72
  crit_fanout: 18
  arrival_ns: 2.76
  endpoint_kind: "output pin"
  worst-setup-path-type: "register to output pin"
  path_cells: "buf_4, mux4_2, a22oi_1, nand2_1, clkdlybuf4s50_1"
  cp_slowest_cell: "dfrtp_2"
  cp-start-kind: "register"
global_routing:
  antenna_found_initial: 0
  grt_max_degree: 33
  track_usage_pct: 16.9
  grt_pass1_wl_mm: 18.4
  grt_overflow: 0
  grt_pass1_vias: 3227
cts:
  cts_sinks: 168
  cts_tree: "done"
  cts-resized-gates: 0
  cts_setup_buffers: 0
  cts_hold_buf: 0
  clkTransAtPathRegs_ns: 0.06
cells_and_area:
  stdcell_count: 592
  areaGrowthSynthToFinish_pct: 18.6
  drive_gt1_share_pct: 22.3
  fin_area_um2: 7540
placed_design:
  pre_cts_slack_ns: 2.17
  dp.cells: 556
  dpl.hpwl_mm: 7.16
  portBuffers: 22
  gp_congestion: 0.749
  post_dp_cell_area_um2: 6900
worst_hold_path:
  hp-class: "register to register"
flow_run:
  cap_viol_max_count: 0
  warnings: 26
power:
  p_per_area_nw_per_um2: 522
  p_leak_nw: 2.63
  ir_drop_mv: 0.379
==> layer usage <==
metal  wire length (um)  global-route usage, %  vias to the layer above
met3               1260                   10.0                        7
met2               5480                   24.7                      131
met4                120                   1.59                        0
li1                   -                      -                     1348
met1               4740                   24.5                     1545
met5                  0                      0                        -
==> registers in the layout (all words and copies together) (netlist names), 4 cells and up <==
name	cells
wptr_full.wbin	4
sync_r2w.wq2_rptr	5
rptr_empty.rptr	5
sync_w2r.rq1_wptr	5
sync_w2r.rq2_wptr	5
rptr_empty.rbin	4
fifomem.mem	128
sync_r2w.wq1_rptr	5
wptr_full.wptr	5
==> metrics by stage <==
step	util, %	hold slack, ns	power, mW
after floorplan	-	0.331	2.41
after global placement	44.9	0.335	2.81
after detailed placement	44.9	0.335	2.81
after CTS	49.1	0.179	3.98
after global routing	49.1	0.184	4.17
final	49.1	0.197	3.94
==> final cells by class <==
type	instances	area, um2
sequential	168	4850
clock inverter	13	123
timing repair buffer	38	340
fill	1234	7830
tap	211	264
clock buffer	23	522
multi-input combinational	133	1430
inverter	6	22.5
==> report_power, final <==
group          switching, mW  total (mW)  internal [mW]
Clock                  0.460        1.15          0.690
Sequential             0.149        1.67           1.52
Combinational          0.546        1.12          0.575
Total                   1.16        3.94           2.78
==> worst paths after layout <==
check	cells after the start	slack, ns	from	end
setup / recovery	5	1.96	rptr_empty.rbin[0]$_DFF_PN0_	rdata[1]
hold / removal	0	0.20	rptr_empty.rptr[3]$_DFF_PN0_	sync_r2w.wq1_rptr[3]$_DFF_PN0_
setup reg to reg	6	3.42	rptr_empty.rbin[0]$_DFF_PN0_	rptr_empty.rempty$_DFF_PN1_
hold reg to reg	0	0.20	rptr_empty.rptr[3]$_DFF_PN0_	sync_r2w.wq1_rptr[3]$_DFF_PN0_
max in group clk1	9	2.83	winc	wptr_full.wfull$_DFF_PN0_
max in group asynchronous	2	4.38	rrst_n	rptr_empty.rempty$_DFF_PN1_
min in group clk0	0	0.35	sync_w2r.rq1_wptr[0]$_DFF_PN0_	sync_w2r.rq2_wptr[0]$_DFF_PN0_
min in group asynchronous	2	1.10	wrst_n	wptr_full.wbin[3]$_DFF_PN0_
==> cells by family after synthesis <==
kind of cell    after synthesis  share of synthesized area [%]
flops                       168                           76.2
simple gates                 53                           3.89
mux                          32                           11.3
xor+xnor                     25                           4.01
buf+inv                      21                           1.42
compound gates               19                           2.38
fa+ha+maj                     4                          0.787
==> critical path: cells and delay by family, from the launching register on <==
family / cells / cell delay (ns)
buffers and inverters: 2 / 0.84
DFF: 1 / 0.74
muxes: 1 / 0.55
AOI/OAI and AO/OA: 1 / 0.28
and+or+nand+nor: 1 / 0.09
==> placed cells by master (no fill, tap or decap), types with 2 or more instances in the layout <==
master           netlist  routed
buf_4                  0      16
ha_1                   4       4
mux4_2                32      32
nand2b_1               3       3
clkdlybuf4s50_1        0      22
clkinv_2               0       2
nor3_1                 4       4
clkbuf_16              0      20
xnor2_1                9       9
nor2b_1                2       2
a22oi_1               16      16
xor2_1                13      13
inv_6                  0       5
clkinvlp_4             0       2
inv_1                  6       6
nor2_1                15      15
clkbuf_1               5       2
or3_1                  5       5
edfxtp_1             128     128
nand3_1                8       8
nand2_1               13      13
dfrtp_1               39      38
No activity file was given, so power comes from the tool's default toggle rates.
