==> flow/design.v <==
`timescale 1ns / 1ps
module FIFO(
    input  wire clk,
    input  wire rstn,
    input  wire wr_rd,
    input  wire [7:0] data_in,
    output wire full,
    output wire empty,
    output wire [7:0] data_out
 );
    reg [7:0] mem [0:31];
    reg [5:0] wr_pntr;
    reg [5:0] rd_pntr;
    always@(posedge clk or negedge rstn) begin
        if(!rstn) begin
            wr_pntr <= 5'd0;
        end else if(wr_rd)begin
            wr_pntr <= wr_pntr+1;
        end else begin
            wr_pntr <= wr_pntr; 
        end   
    end
    always@(posedge clk or negedge rstn) begin
        if(!rstn) begin
            rd_pntr <= 5'd0;
        end else if(!wr_rd)begin
            rd_pntr <= rd_pntr+1;
        end else begin
            rd_pntr <= rd_pntr; 
        end   
    end    
    always@(posedge clk) begin
        if(wr_rd)
            mem[wr_pntr[4:0]] <= data_in;
    end
    assign data_out = mem[rd_pntr[4:0]];
    assign empty = (wr_pntr == rd_pntr) ? 1'b1 : 1'b0;
    assign full  = (wr_pntr[5] == ~rd_pntr[5]) &&(wr_pntr[4:0] == rd_pntr[4:0]); 
endmodule
==> flow/run.sh <==
#!/bin/bash
# OpenROAD 26Q1-2900-gdf79404cd8, Yosys 0.63+post, stock flow scripts
make -C /OpenROAD-flow-scripts/flow DESIGN_CONFIG=/design/flow/config.mk WORK_HOME=/design/flow/orfs finish
==> flow/config.mk <==
export PLATFORM = sky130hd
export DESIGN_NAME = FIFO
export DESIGN_NICKNAME = FIFO
export VERILOG_FILES = /design/flow/design.v
export SDC_FILE = /design/flow/constraint.sdc
export NUM_CORES = 4
export LEC_CHECK = 1
export CORE_UTILIZATION = 30
==> flow/constraint.sdc <==
current_design FIFO

set clk_period 7.3
set clk_io_pct 0.2

create_clock -name clk0 -period $clk_period [get_ports {clk}]

set non_clock_inputs [all_inputs -no_clocks]
set_input_delay [expr $clk_period * $clk_io_pct] -clock clk0 $non_clock_inputs
set_output_delay [expr $clk_period * $clk_io_pct] -clock clk0 [all_outputs]
==> ci_impl_report.md <==
## PnR job results

| Metric | Value |
|---|---|
| Vias in the first global route | 5362 |
| Clock tree buffer depth | 3 |
| Cells traversed along the worst timing path | buf_4 -> mux4_2 -> mux4_2 -> mux2_2 -> clkdlybuf4s50_1 |
| Total Routed Length | 21700 µm |
| Worst Tran Pin Value | 1.13 ns |
| Number of synthesized register bits | 268 |
| Antenna violations before repair | 0 |
| Utilization after layout | 35.4% |
| Total count of max-transition violations in the final report | 0 |
| Endpoint, Worst Hold | rd_pntr[5]$_DFFE_PN0N_ |
| Post-synthesis chip area from yosys | 0.0105 mm² |
| Latest clock arrival within the worst-skew pair | 0.52 ns |
| Cell count in the Yosys report | 469 |
| Maximum number of pins on one net before global-route repair | 37 |
| Class of the tightest hold or removal check | register to register |
| OpenROAD warning count | 28 |
| Worst reg-to-reg setup slack | 4.93 ns |
| Max FO, Critical Path | 36 |
| Kind of cell adding the most delay to the critical path | multiplexers |
| Critical path buffers and inverters | 2 |
| Non-Filler Cell Area, Final | 0.0122 mm² |
| Worst r2r dst | mem[23][2]$_DFFE_PP_ |
| Count of H-tree levels built during CTS | 1 |
| Pwr per Cell Area | 372 mW/mm² |
| First-pass GRT wire length | 32900 µm |
| Via count | 4834 |
| Class of the most critical setup path | register to output port |
| Total core area | 0.0345 mm² |
| Routed WL per cell | 21.8 µm |
| Unrepaired setup endpoints after global routing | false |
| Worst setup slack after placement | 2.35 ns |
| Worst Clk Skew | 0.0102 ns |
| Slew HR | 24.6% |
| Setup violations, final | 0 |
| Maximum capacitance violations | 0 |
| Minimum setup slack in the final design | 1.90 ns |
| Startpoint class of the critical path | register |
| Portion of the clock cycle consumed by the worst path in the final layout | 73.9% |
| Timing-limited maximum frequency | 185 MHz |
| Data arrival at the endpoint of the critical path | 3.94 ns |
| Clk sink count | 268 |
| Distinct cell type count of the synthesized netlist | 25 |
| Register area share after synthesis | 76.0% |
| Gp weighted congestion | 0.775 |
| Number of inserted diodes | 0 |
| Number of DRC markers after the initial detailed-route iteration | 318 |
| Mean instance size in the synthesized netlist | 22.4 µm² |
| Clock tree from TritonCTS | built |
| DP Area | 0.0114 mm² |
| Die Width | 189 µm |
| Crit path time final | 5.40 ns |
| Register clock-pin slew on the reported worst setup and hold paths | 0.06 ns |
| Number of gates given a new drive strength after cts | 0 |
| Sum of net half-perimeters after detailed placement | 13300 µm |
| Hold-critical path depth | 1 |
| Final tally of hold violations | 0 |
| Leakage power | 0.00380 µW |
| Standard-cell rows | 68 |
| Gate Count Post-Synth | 469 |
| Sum Neg Setup Slack | 0 ns |
| Grt ovf | 0 |
| Result of the run | finished clean |
| Count of buffers from port buffering | 20 |
| Summed instance area of the synthesized netlist | 0.0105 mm² |
| Crit path required time | 5.84 ns |
| CP dominant cell by count | sky130_fd_sc_hd__mux4_2 |
| Num CTS Buffers | 27 |
| Slowest cell on crit path | sky130_fd_sc_hd__dfrtp_4 |
| Post-Route Hold Slack | 0.491 ns |
| Avg Vias per Cell | 4.85 |
| Buffers inserted during post-CTS setup optimization | 0 |
| Boundary Pins | 21 |
| Reg2Reg Launch Point | wr_pntr[2]$_DFFE_PN0P_ |
| Area growth from synthesis to final layout | 16.3% |
| DRC errors left | 0 |
| CTS Hold Bufs | 0 |
| Warnings, synthesis | 1 |
| Post-route ant nets | 0 |
| Die boundary height | 189 µm |
| Crit path capture type | output port |
| Fp util | 30.4% |
| Aggregate global-route resource usage | 13.5% |
| Worst hold start | rd_pntr[5]$_DFFE_PN0N_ |
| Fraction of layout instances using a drive strength above 1 | 28.8% |
| Chip area | 0.0358 mm² |
| Peak supply drop | 0.210 mV |
| CTS root buffer | sky130_fd_sc_hd__clkbuf_16 |
| Pre-Repair DR Iteration Count | 6 |
| CP max stage delay | 0.87 ns |
| Worst r2r path cells | 2 |
[worst max path at each step]
stage,startpoint,end,cells after the start
finish,rd_pntr[1]$_DFFE_PN0N_,data_out[2],5
global route,rd_pntr[1]$_DFFE_PN0N_,data_out[2],5
CTS,rd_pntr[1]$_DFFE_PN0N_,data_out[2],5
[state kept, by name, summed over array words and instances (netlist names)]
signal   cells
mem        256
rd_pntr      6
wr_pntr      6
[layer usage]
layer / part of all wire (%) / GRT usage, % / vias up
li1: - / - / 2055
met1: 36 / 17.3 / 2436
met2: 45 / 19.1 / 315
met3: 17 / 10.3 / 28
met4: 1.8 / 2.36 / 0
met5: 0 / 0 / -
[cells in the final DEF (no fill, tap or decap), drive strengths merged]
cell type	synthesis	layout
nand3	4	4
clkinv	0	8
or3	1	1
nand2b	2	2
edfxtp	256	256
or2	1	1
nor3b	1	1
clkbuf	14	35
o21ai	3	3
clkdlybuf4s50	0	20
inv	3	4
nand4b	2	2
bufinv	0	3
dfrtp	12	12
nor2	24	24
buf	12	29
nand4	1	1
ha	5	5
mux2	9	9
mux4	80	80
nor3	12	12
xor2	4	4
nand2	12	12
nand3b	1	1
xnor2	10	10
clkinvlp	0	2
[cell usage after synthesis]
master	number	area (µm²)
sky130_fd_sc_hd__xnor2_1	10	87.6
sky130_fd_sc_hd__mux2_2	9	101
sky130_fd_sc_hd__mux4_2	80	1800
sky130_fd_sc_hd__xor2_1	4	35.0
sky130_fd_sc_hd__nand4_1	1	6.26
sky130_fd_sc_hd__nand2b_1	2	12.5
sky130_fd_sc_hd__clkbuf_1	14	52.6
sky130_fd_sc_hd__nand3_1	4	20.0
sky130_fd_sc_hd__nor3_1	12	60.1
sky130_fd_sc_hd__o21ai_1	1	5.00
sky130_fd_sc_hd__nor3b_1	1	7.51
sky130_fd_sc_hd__o21ai_0	2	10.0
sky130_fd_sc_hd__dfrtp_1	12	300
sky130_fd_sc_hd__ha_1	5	62.6
sky130_fd_sc_hd__buf_1	3	11.3
sky130_fd_sc_hd__inv_1	3	11.3
sky130_fd_sc_hd__edfxtp_1	256	7690
sky130_fd_sc_hd__nand3b_1	1	7.51
sky130_fd_sc_hd__buf_6	4	45.0
sky130_fd_sc_hd__buf_2	5	25.0
sky130_fd_sc_hd__or2_1	1	6.26
sky130_fd_sc_hd__or3_1	1	6.26
sky130_fd_sc_hd__nand4b_1	2	17.5
sky130_fd_sc_hd__nand2_1	12	45.0
sky130_fd_sc_hd__nor2_1	24	90.1
[cells by family (layout without fill, tap and decap cells)]
group	after synthesis	after routing	synth area share (%)
XOR/XNOR	14	14	1.17
adder cells (fa/ha/maj)	5	5	0.595
flip-flops	268	268	76.0
multiplexers	89	89	18.1
buffers and inverters	29	101	1.38
AND/OR/NAND/NOR	61	61	2.65
AND-OR/OR-AND	3	3	0.143
[where the power goes]
part	switching, µW	internal, µW
Combinational	568	699
Sequential	152	1800
Clock	536	786
Total	1260	3290
[per-stage QoR]
stage	std cells	power, µW
floorplan	469	2810
CTS	996	4600
global route	996	4770
detailed placement	947	3270
finish	996	4540
global placement	947	3260
[area by class of cell]
| cell class | count | area (µm²) |
|---|---|---|
| fill | 3163 | 22300 |
| sequential | 268 | 7990 |
| multi-input combinational | 172 | 2380 |
| clock buffer | 35 | 706 |
| tap | 455 | 569 |
| timing repair buffer | 49 | 418 |
| clock inverter | 14 | 148 |
| inverter | 3 | 11.3 |
Power figures rest on the tool's default switching activity, not on a simulated workload.
