`./config.mk`:
```
export PLATFORM = sky130hd
export DESIGN_NAME = AFIFO
export DESIGN_NICKNAME = AFIFO
export VERILOG_FILES = /design/flow/design.v
export SDC_FILE = /design/flow/constraint.sdc
export NUM_CORES = 4
export LEC_CHECK = 1
export CORE_UTILIZATION = 30
```
`./constraint.sdc`:
```
current_design AFIFO

set clk_period 9.1
set clk_io_pct 0.2

create_clock -name clk0 -period $clk_period [get_ports {rclk}]
create_clock -name clk1 -period $clk_period [get_ports {wclk}]

set non_clock_inputs [all_inputs -no_clocks]
set_input_delay [expr $clk_period * $clk_io_pct] -clock clk0 $non_clock_inputs
set_output_delay [expr $clk_period * $clk_io_pct] -clock clk0 [all_outputs]
```
`./design.v`:
```
`timescale 1ns / 1ps
module AFIFO(
    input  wire wclk,
    input  wire rclk,
    input  wire rstn,
    input  wire wr_en,
    input  wire rd_en,
    input  wire [7:0] data_in,
    output wire full,
    output wire empty,
    output wire [7:0] data_out
 );
    reg [7:0] mem [0:31];
    reg [5:0] wr_pntr;
    reg [5:0] rd_pntr;
    always@(posedge wclk or negedge rstn) begin
        if(!rstn) begin
            wr_pntr <= 5'd0;
        end else if(wr_en && !full)begin
            wr_pntr <= wr_pntr+1;
        end else begin
            wr_pntr <= wr_pntr; 
        end   
    end
    always@(posedge rclk or negedge rstn) begin
        if(!rstn) begin
            rd_pntr <= 5'd0;
        end else if(rd_en && !empty)begin
            rd_pntr <= rd_pntr+1;
        end else begin
            rd_pntr <= rd_pntr; 
        end   
    end    
    always@(posedge wclk) begin
        if(wr_en)
            mem[wr_pntr[4:0]] <= data_in;
    end
    assign data_out = mem[rd_pntr[4:0]];
    assign empty = (wr_pntr == rd_pntr) ? 1'b1 : 1'b0;
    assign full  = (wr_pntr[5] == !rd_pntr[5]) &&(wr_pntr[4:0] == rd_pntr[4:0]); 
endmodule
```
`./run.sh`:
```
#!/bin/bash
# OpenROAD 26Q1-2900-gdf79404cd8, Yosys 0.63+post, stock flow scripts
make -C /OpenROAD-flow-scripts/flow DESIGN_CONFIG=/design/flow/config.mk WORK_HOME=/design/flow/orfs finish
```
==> summary.rpt <==
PHYSICAL IMPLEMENTATION REPORT
----------------------------------------------------
[Synth]
  Dominant synthesized flop cell ........................ edfxtp_1
  Total standard cell area after synthesis ........................ 0.0106 mm²
  Average instance area after synthesis ........................ 19.6 µm²
  Largest cells by area ........................ edfxtp_1 72%, mux4_2 9.8%, mux2i_1 3.1%
  Post-synthesis sequential area ratio ........................ 75.3%
  Number of standard cells reported by yosys ........................ 541
  EDFF count, synth ........................ 256
  Synthesis warning total ........................ 1
  Gate Count Post-Synth ........................ between 500 and 600
  Area of the synthesized netlist per yosys stat ........................ 0.0106 mm²
  Leading area contributor after synthesis ........................ edfxtp_1
  Synth cell types ........................ 42
  Share of the synthesized area in the top cell type ........................ 72.4%
  Yosys reg bits ........................ 268
  Fraction of registers with async set/reset ........................ 4.48%

[Worst setup path]
  Capture point of the critical path ........................ data_out[2]
  Largest stage delay, worst path ........................ 0.92 ns
  Category of the most critical setup path ........................ reg -> out
  Startpoint Class ........................ flop
  Worst-path cell chain ........................ buf_4 -> mux4_2 -> a22o_1 -> a2111oi_2 -> a21oi_1 -> clkdlybuf4s50_1
  Worst R2R Setup Slack ........................ 6.24 ns
  Critical Path RT ........................ roughly 7.3 ns
  Endpoint of the worst-slack reg-to-reg timing path ........................ rd_pntr[1]
  R2R Path Start ........................ rd_pntr[0]
  CP max FO ........................ roughly 46
  CP max-delay cell ........................ dfrtp_4
  Critical path depth ........................ 6
  Arrival time reported for the critical path endpoint ........................ between 3 and 4 ns
  Timing startpoint of the critical path ........................ rd_pntr[0]
  Endpoint class of the critical path ........................ output pin
  Buffering stage count on the worst path with inverters included ........................ 2
  Cell class contributing the biggest share of worst-path delay ........................ buffers and inverters
  Worst Reg-to-Reg Cells ........................ 5

[STA]
  Max-slew violation count ........................ 0
  Worst relative slew slack ........................ 31.2%
  Setup repair after global routing missed its margin ........................ no
  Slew at the pin with the worst max-slew slack ........................ 1.03 ns
  Max Clock Skew ........................ about 0.015 ns
  Final Hold Fails ........................ 0
  Final Setup Violations ........................ 0
  Fin Setup TNS ........................ 0 ns

[Global routing]
  Initial antenna violation count ........................ 0
  Wire length of the first global-routing pass ........................ 35.3 mm
  Vias in the first global route ........................ ~5800
  Largest net degree at the start of global routing ........................ about 47
  Grt total ovfl ........................ 0
  GRT Total Usage ........................ 14.2%

[Die]
  Area of the placeable core ........................ 0.0347 mm²
  Vert. Die Dim ........................ 190 µm
  Overall die width ........................ 190 µm
  Area of the chip ........................ 0.0361 mm²
  I/O pin cnt ........................ 23
  Std cell rows ........................ 68
  Fp_density ........................ 30.6%

[Clock network]
  Setup repair bufs after CTS ........................ 0
  CTS-repair resized insts ........................ 0
  CTS tree ........................ yes
  Number of clock sinks seen by CTS ........................ between 200 and 300
  Clock slew at the register clock pins of the worst setup and hold paths ........................ 0.03 ns
  Hold-fix buffers, CTS ........................ 0

[Routing]
  Drt first pass iters ........................ 4
  Iter 0 DRT Violations ........................ 282
  Routed WL ........................ 23.1 mm
  Per-cell via count in the routed design ........................ 4.94
  DRC errors left ........................ 0
  Total number of vias ........................ 5225
  Number of routed nets with antenna violations ........................ 0
  Routed length per placed instance ........................ 21.8 µm
  Antenna diode count ........................ 0

[Final layout]
  Most frequent cells in the layout ........................ 256 x edfxtp_1, 46 x mux4_2, 42 x nor2_1
  Area of combinational cells with multiple inputs ........................ 0.00242 mm²
  Fraction of layout instances using a drive strength above 1 ........................ 20.1%
  FF+latch area ........................ ~0.0080 mm²
  Fill count ........................ 3178
  Layout area overhead ........................ 15.8%
  Most common cell after layout, fill and taps aside ........................ edfxtp_1

[Placement]
  Count of port buffers added during placement ........................ 21
  Half-perimeter wire length of the detailed placement result ........................ ~14 mm
  Final GP Congestion ........................ around 0.83

[Flow run]
  Number of warnings in the stage logs ........................ 29
  Count of maximum capacitance violations ........................ 0

[Min path]
  Worst Hold Class ........................ reg -> reg
  Hold path depth ........................ 1

[Power]
  PnR Total Power ........................ around 3.7 mW
  Power per Cell Area ........................ 302 mW/mm²
  Pleak ........................ 3.95 nW
  IR Drop Worst-Case VDD ........................ 145 µV

[Outcome]
  Result of the run ........................ finished clean

----------------------------------------------------
==> through the flow <==
step	area, µm²	worst slack (ns)	utilization (%)	hold slack (ns)	cells
after global routing	12300	3.14	35.4	0.506	1058
after floorplan	10600	5.60	-	0.460	541
after CTS	12300	3.25	35.4	0.492	1058
final	12300	3.45	35.4	0.495	1058
after detailed placement	11400	3.51	32.8	0.479	1009
after global placement	11400	3.54	32.8	0.478	1009
==> per-layer routing <==
layer,track usage [%],part of all wire (%),vias up
met5,0,0,-
met4,2.36,2.0,0
met3,9.66,15,26
met2,22.0,48,302
met1,17.1,35,2608
li1,-,-,2289
==> cells by family (layout without fill, tap and decap cells) <==
kind of cell             after synthesis  after routing  share of synthesized area, %
flip-flops                           268            268                          75.3
multiplexers                          82             82                          13.3
AND/OR/NAND/NOR                       79             79                          3.43
AND-OR/OR-AND                         57             57                          4.17
buffers and inverters                 34             96                          1.87
XOR/XNOR                              16             16                          1.32
adder cells (fa/ha/maj)                5              5                         0.590
==> layout make-up <==
class,instances,area share [%]
clock inverters,17,1.42
repair buffers,44,3.11
clock buffers,32,5.99
inverters,3,0.0916
flip-flops and latches,268,65.0
well taps,455,4.63
multi-input cells,239,19.7
==> cell usage after synthesis (6+ instances only) <==
library cell / count
edfxtp_1: 256
mux4_2: 46
nor2_1: 42
mux2i_1: 33
a21oi_1: 17
xor2_1: 14
clkbuf_1: 12
dfrtp_1: 12
buf_2: 9
nand2_1: 9
a22oi_1: 8
o221ai_1: 8
a22o_1: 7
buf_6: 7
o22ai_1: 7
a2111oi_2: 6
nand3_1: 6
==> sequential cells by signal, summed over array words and instances, names as in the netlist <==
name,cells
mem,256
wr_pntr,6
rd_pntr,6
==> how the worst min path moves through the flow <==
stage | from | endpoint
global route | wr_pntr[5] | wr_pntr[5]
CTS | rd_pntr[5] | rd_pntr[5]
finish | rd_pntr[5] | rd_pntr[5]
==> where the power goes <==
part | internal (mW) | switching [mW]
Clock | 0.664 | 0.440
Combinational | 0.482 | 0.546
Sequential | 1.46 | 0.120
Power is estimated from default activity; no workload was simulated.
